## flow/config.mk

```make
export PLATFORM = sky130hd
export DESIGN_NAME = ALM_fixed
export DESIGN_NICKNAME = ALM_fixed
export VERILOG_FILES = /design/flow/design.v
export SDC_FILE = /design/flow/constraint.sdc
export NUM_CORES = 4
export LEC_CHECK = 1
export CORE_UTILIZATION = 30
```

## flow/constraint.sdc

```tcl
current_design ALM_fixed

set clk_period 4.9
set clk_io_pct 0.2

create_clock -name clk0 -period $clk_period [get_ports {clk}]
create_clock -name clk1 -period $clk_period [get_ports {config_clk}]

set non_clock_inputs [all_inputs -no_clocks]
set_input_delay [expr $clk_period * $clk_io_pct] -clock clk0 $non_clock_inputs
set_output_delay [expr $clk_period * $clk_io_pct] -clock clk0 [all_outputs]
```

## flow/design.v

```verilog
module ALM (
		input clk,
		input clear_async,		 
		input clear_sync_0,
		input clear_sync_1,
		input clk_en_0,
		input clk_en_1,
		input DataA,
		input DataB,
		input DataC0,
		input DataC1,
		input DataD0,
		input DataD1,
		input DataE,
		input DataF,
		input carry_in,
		output carry_out,
		output reg out_0,
		output reg out_1,
		output reg out_2,
		output reg out_3,
		input config_clk,
		input config_in,
		input config_en,
		output config_out
	);
	parameter param_XOR6_en = 1'b0;
	parameter param_MajAdd_en = 1'b0;
	parameter param_fixed = 1'b1;
	wire mux_1;
	wire mux_2;
	wire mux_3;
	wire mux_4;
	wire mux_5;
	wire mux_6;
	wire mux_7;
	wire mux_8;
	wire mux_9_old;
	reg mux_9_new;
	wire mux_9;
	wire mux_10;
	reg mux_11;
	wire mux_12;
	wire mux_13;
	wire mux_14_old;
	reg mux_14_new;
	wire mux_14;
	reg mux_controller_1;
	reg mux_controller_2;
	reg mux_controller_3;
	reg mux_controller_4;
	reg mux_controller_5;
	reg mux_controller_9_old;
	reg [1:0] mux_controller_9_new;
	reg [1:0] mux_controller_11;
	reg mux_controller_12;
	reg mux_controller_13;
	reg mux_controller_14_new;
	wire [3:0] LUT4_0_in;
	wire [3:0] LUT4_1_in;
	wire [3:0] LUT4_2_in;
	wire [3:0] LUT4_3_in;
	wire LUT4_0_out;
	wire LUT4_1_out;
	wire LUT4_2_out;
	wire LUT4_3_out;
	wire config_in_0;
	wire config_in_1;
	wire config_in_2;
	wire config_in_3;
	wire FA_S_0;
	wire FA_C_0;
	wire FA_S_1;
	wire FA_C_1;
	wire reg_0_in;
	wire reg_1_in;
	wire reg_2_in;
	wire reg_3_in;
	wire reg_0_out_reg;
	wire reg_0_out_prereg;
	wire reg_1_out_reg;
	wire reg_1_out_prereg;
	wire reg_2_out_reg;
	wire reg_2_out_prereg;
	wire reg_3_out_reg;
	wire reg_3_out_prereg;
	reg [2:0] out_0_controller;
	reg [2:0] out_1_controller;
	reg [2:0] out_2_controller;
	reg [2:0] out_3_controller;
	wire XOR6;
	wire maj_temp;
	wire MajAdd_S;
	wire MajAdd_C;
	assign mux_1 = (mux_controller_1 & (~param_fixed))? mux_12 : DataA;
	assign mux_2 = (mux_controller_2 & (~param_fixed))? mux_13 : DataB;
	assign mux_3 = (mux_controller_3)? DataC1 : DataD0;
	assign mux_4 = (mux_controller_4)? DataD1 : DataC0;
	assign mux_5 = (mux_controller_5)? DataF : DataC1;
	assign mux_6 = (DataE)? LUT4_1_out : LUT4_0_out;
	assign mux_7 = (DataE)? LUT4_3_out : LUT4_2_out;
	assign mux_8 = (mux_5)? LUT4_3_out : LUT4_2_out;
	assign mux_9_old = (mux_controller_9_old)? DataA : FA_S_0;
	always @ (*) begin
		case (mux_controller_9_new)
			2'b00  : mux_9_new = FA_S_0;
			2'b01  : mux_9_new = DataA;
			2'b10  : mux_9_new = (param_XOR6_en)? XOR6 : 1'bx;
			2'b11  : mux_9_new = (param_MajAdd_en)? MajAdd_S : 1'bx;
			default : mux_9_new = 1'bx; 
    	endcase
	end
	assign mux_9 = (param_XOR6_en | param_MajAdd_en) ? mux_9_new : mux_9_old;
	assign mux_10 = (mux_5)? mux_7 : mux_6;
	always @ (*) begin
		case (mux_controller_11)
			2'b00  : mux_11 = mux_10;
			2'b01  : mux_11 = FA_S_1;
			2'b10  : mux_11 = DataB;
			default : mux_11 = 1'bx; 
    	endcase
	end
	assign mux_12 = (mux_controller_12)? reg_0_out_reg: reg_0_out_prereg;
	assign mux_13 = (mux_controller_13)? reg_2_out_reg: reg_2_out_prereg;
	assign mux_14_old = mux_8;
	always @ (*) begin
		case (mux_controller_14_new)
			1'b0  : mux_14_new = mux_8;
			1'b1  : mux_14_new = MajAdd_C;
			default : mux_14_new = 1'bx; 
    	endcase
	end
	assign mux_14 = (param_MajAdd_en)? mux_14_new : mux_14_old;
	assign LUT4_0_in[0] = DataD0;
	assign LUT4_0_in[1] = DataC0;
	assign LUT4_0_in[2] = mux_2;
	assign LUT4_0_in[3] = mux_1;
	assign LUT4_1_in[0] = DataD0;
	assign LUT4_1_in[1] = DataC0;
	assign LUT4_1_in[2] = mux_2;
	assign LUT4_1_in[3] = mux_1;
	assign LUT4_2_in[0] = mux_1;
	assign LUT4_2_in[1] = mux_2;
	assign LUT4_2_in[2] = mux_3;
	assign LUT4_2_in[3] = mux_4;
	assign LUT4_3_in[0] = mux_1;
	assign LUT4_3_in[1] = mux_2;
	assign LUT4_3_in[2] = mux_3;
	assign LUT4_3_in[3] = mux_4;
	defparam LUT_0.K=4;
	LUT LUT_0(
		.in(LUT4_0_in),
		.out(LUT4_0_out),
		.config_clk(config_clk),
		.config_in(config_in),
		.config_en(config_en),
		.config_out(config_in_0)
	);
	defparam LUT_1.K=4;
	LUT LUT_1(
		.in(LUT4_1_in),
		.out(LUT4_1_out),
		.config_clk(config_clk),
		.config_in(config_in_0),
		.config_en(config_en),
		.config_out(config_in_1)
	);
	defparam LUT_2.K=4;
	LUT LUT_2(
		.in(LUT4_2_in),
		.out(LUT4_2_out),
		.config_clk(config_clk),
		.config_in(config_in_1),
		.config_en(config_en),
		.config_out(config_in_2)
	);
	defparam LUT_3.K=4;
	LUT LUT_3(
		.in(LUT4_3_in),
		.out(LUT4_3_out),
		.config_clk(config_clk),
		.config_in(config_in_2),
		.config_en(config_en),
		.config_out(config_in_3)
	);
	assign {FA_C_0,FA_S_0} = LUT4_0_out + LUT4_1_out + carry_in; 
	assign {FA_C_1,FA_S_1} = LUT4_3_out + LUT4_2_out + FA_C_0; 
	assign carry_out = FA_C_1;
	assign reg_0_in = mux_9;
	assign reg_1_in = mux_6;
	assign reg_2_in = mux_11;
	assign reg_3_in = mux_14;
	Reg_ALM 	reg_0(
		.clk(clk),
		.clk_en(clk_en_1),
		.data_in(reg_0_in),
		.data_out_prereg(reg_0_out_prereg),
		.data_out_reg(reg_0_out_reg),
		.clear_sync(clear_sync_1),
		.clear_async(clear_async)
	);
	Reg_ALM 	reg_1(
		.clk(clk),
		.clk_en(clk_en_1),
		.data_in(reg_1_in),
		.data_out_prereg(reg_1_out_prereg),
		.data_out_reg(reg_1_out_reg),
		.clear_sync(clear_sync_1),
		.clear_async(clear_async)
	);
	Reg_ALM 	reg_2(
		.clk(clk),
		.clk_en(clk_en_0),
		.data_in(reg_2_in),
		.data_out_prereg(reg_2_out_prereg),
		.data_out_reg(reg_2_out_reg),
		.clear_sync(clear_sync_0),
		.clear_async(clear_async)
	);
	Reg_ALM 	reg_3(
		.clk(clk),
		.clk_en(clk_en_0),
		.data_in(reg_3_in),
		.data_out_prereg(reg_3_out_prereg),
		.data_out_reg(reg_3_out_reg),
		.clear_sync(clear_sync_0),
		.clear_async(clear_async)
	);
	always @ (*) begin
		case (out_0_controller)
			3'b000  : out_0 = reg_1_out_reg;
			3'b001  : out_0 = reg_1_out_prereg;
			3'b010  : out_0 = reg_0_out_prereg;
			3'b011  : out_0 = reg_0_out_reg;
			3'b100  : out_0 = FA_S_0;
			3'b101  : out_0 = mux_6;
			3'b110  : out_0 = mux_10;
			default : out_0 = 1'bx; 
    	endcase
	end
	always @ (*) begin
		case (out_1_controller)
			3'b000  : out_1 = mux_10;
			3'b001  : out_1 = reg_1_out_prereg;
			3'b010  : out_1 = reg_1_out_reg;
			3'b011  : out_1 = mux_6;
			3'b100  : out_1 = FA_S_0;
			3'b101  : out_1 = reg_0_out_reg;
			3'b110  : out_1 = reg_0_out_prereg;
			default : out_1 = 1'bx; 
    	endcase
	end
	always @ (*) begin
		case (out_2_controller)
			3'b000  : out_2 = reg_2_out_prereg;
			3'b001  : out_2 = reg_2_out_reg;
			3'b010  : out_2 = FA_S_1;
			3'b011  : out_2 = reg_3_out_prereg;
			3'b100  : out_2 = reg_3_in;
			3'b101  : out_2 = reg_3_out_reg;
			default : out_2 = 1'bx; 
    	endcase
	end
	always @ (*) begin
		case (out_3_controller)
			3'b000  : out_3 = reg_2_out_prereg;
			3'b001  : out_3 = reg_3_in;
			3'b010  : out_3 = reg_3_out_reg;
			3'b011  : out_3 = reg_3_out_prereg;
			3'b100  : out_3 = FA_S_1;
			3'b101  : out_3 = reg_2_out_reg;
			default : out_3 = 1'bx; 
    	endcase
	end
	assign XOR6 = DataA ^ DataB ^ DataC0 ^ DataD0 ^ DataE ^ DataF;
	assign maj_temp = (DataC0 & DataD0) | (DataD0 & DataE) | (DataE & DataC0);
	assign {MajAdd_C,MajAdd_S} = maj_temp + DataC1 + DataD1;
	always @ (posedge config_clk) begin
		if (config_en) begin
			mux_controller_1 <= config_in_3;
			mux_controller_2 <= mux_controller_1;
			mux_controller_3 <= mux_controller_2;
			mux_controller_4 <= mux_controller_3;
			mux_controller_5 <= mux_controller_4;
			mux_controller_9_old <= mux_controller_5;
			mux_controller_9_new[0] <= mux_controller_5;
			mux_controller_9_new[1] <= mux_controller_9_new[0];
			mux_controller_11[0] <= (param_XOR6_en | param_MajAdd_en)? mux_controller_9_new[1] : mux_controller_9_old;
			mux_controller_11[1] <= mux_controller_11[0];
			mux_controller_12 <= mux_controller_11[1];
			mux_controller_13 <= mux_controller_12;
			mux_controller_14_new <= mux_controller_13;
			out_0_controller[0] <= (param_MajAdd_en)? mux_controller_14_new : mux_controller_13;
			out_0_controller[2:1] <= out_0_controller[1:0];
			out_1_controller <= {{out_1_controller[1:0]},{out_0_controller[2]}};
			out_2_controller <= {{out_2_controller[1:0]},{out_1_controller[2]}};
			out_3_controller <= {{out_3_controller[1:0]},{out_2_controller[2]}};
		end
	end
	assign config_out = out_3_controller[2];
endmodule
module ALM_fixed (
		input clk,
		input clear_async,
		input clear_sync_0,
		input clear_sync_1,
		input clk_en_0,
		input clk_en_1,
		input DataA,
		input DataB,
		input DataC0,
		input DataC1,
		input DataD0,
		input DataD1,
		input DataE,
		input DataF,
		input carry_in,
		output reg carry_out,
		output reg out_0,
		output reg out_1,
		output reg out_2,
		output reg out_3,
		input config_clk,
		input config_in,
		input config_en,
		output config_out
	);
	parameter param_XOR6_en = 1'b0;
	parameter param_MajAdd_en = 1'b0;
	parameter param_fixed = 1'b1;
	wire out_0_temp;
	wire out_1_temp;
	wire out_2_temp;
	wire out_3_temp;
	wire carry_out_temp;
	reg DataA_reg;
	reg DataB_reg;
	reg DataC0_reg;
	reg DataC1_reg;
	reg DataD0_reg;
	reg DataD1_reg;
	reg DataE_reg;
	reg DataF_reg;
	reg carry_in_reg;
	reg clear_sync_0_reg;
	reg clear_sync_1_reg;
	reg clk_en_0_reg;
	reg clk_en_1_reg;
	always @ (posedge clk)begin
		out_0 <= out_0_temp;
		out_1 <= out_1_temp;
		out_2 <= out_2_temp;
		out_3 <= out_3_temp;
		DataA_reg <= DataA;
		DataB_reg <= DataB;
		DataC0_reg <= DataC0;
		DataC1_reg <= DataC1;
		DataD0_reg <= DataD0;
		DataD1_reg <= DataD1;
		DataE_reg <= DataE;
		DataF_reg <= DataF;
		carry_in_reg <= carry_in;
		carry_out <= carry_out_temp;
		clear_sync_0_reg <= clear_sync_0;
		clear_sync_1_reg <= clear_sync_1;
		clk_en_0_reg <= clk_en_0;
		clk_en_1_reg <= clk_en_1;
	end
	defparam ALM_inst.param_XOR6_en = param_XOR6_en;
	defparam ALM_inst.param_MajAdd_en = param_MajAdd_en;
	defparam ALM_inst.param_fixed = param_fixed;
	ALM 	ALM_inst(
		.clk(clk),
		.clear_async(clear_async),
		.clear_sync_0(clear_sync_0_reg),
		.clear_sync_1(clear_sync_1_reg),
		.clk_en_0(clk_en_0_reg),
		.clk_en_1(clk_en_1_reg),
		.DataA(DataA_reg),
		.DataB(DataB_reg),
		.DataC0(DataC0_reg),
		.DataC1(DataC1_reg),
		.DataD0(DataD0_reg),
		.DataD1(DataD1_reg),
		.DataE(DataE_reg),
		.DataF(DataF_reg),
		.carry_in(carry_in_reg),
		.carry_out(carry_out_temp),
		.out_0(out_0_temp),
		.out_1(out_1_temp),
		.out_2(out_2_temp),
		.out_3(out_3_temp),
		.config_clk(config_clk),
		.config_in(config_in),
		.config_en(config_en),
		.config_out(config_out)
	);
endmodule
module LUT (
		in,
		out,
		config_clk,
		config_in,
		config_en,
		config_out
	);
	parameter K = 4;
	parameter reg_size = 2 ** K;
	input [K-1:0] in;
	output reg out;
	input config_clk;
	input config_in;
	input config_en;
	output config_out;
	reg [reg_size-1:0] LUT_reg;
	always @(posedge config_clk)begin
		if(config_en)begin
			LUT_reg <= {{LUT_reg[reg_size-2:0]},{config_in}};
		end
	end
	assign config_out = LUT_reg[reg_size-1];
	always @(*)begin
		out = LUT_reg[in];
	end
endmodule
module Reg_ALM (
		input clk,
		input clk_en,
		input data_in,
		output data_out_prereg,
		output reg data_out_reg,
		input clear_sync,
		input clear_async
	);
	wire data_in_clr;
	wire data_in_clr_en; 
	always @ (posedge clk, posedge clear_async) begin
		if (clear_async) begin 
			data_out_reg <= 1'b0;
		end
		else begin 
			data_out_reg <= data_in_clr_en;
		end
	end
	assign data_in_clr = data_in & (~clear_sync);
	assign data_in_clr_en = (clk_en == 1'b1)? data_in_clr: data_out_reg;
	assign data_out_prereg = data_in_clr_en;
endmodule
```

## flow/run.sh

```bash
#!/bin/bash
# OpenROAD 26Q1-2900-gdf79404cd8, Yosys 0.63+post, stock flow scripts
make -C /OpenROAD-flow-scripts/flow DESIGN_CONFIG=/design/flow/config.mk WORK_HOME=/design/flow/orfs finish
```

==> run notes <==
fresh numbers from the pnr run: initial antenna violation count 0, critical path's largest stage delay 840 ps, average cell area after synthesis 16.4 um2, CP required 5050 ps, final core utilization 36.9%, dominant register cell edfxtp_1, I/O Pins 24, die height 122 um, Die Wd 122 um, Power Density 420 nW/um2, most numerous logic cell after layout edfxtp_1, crit path DAT 4040 ps, Post-synth seq share 70.0%, slowest cell on the critical path dfxtp_1, post-route cell area 5150 um2, # port buffers 22, CTS tree done, Area Overhead vs Synth 18.6%, Switching Power 0.496 mW, Seq pwr share 50.9%, vias per inst 4.77, max_cap viols 0, Setup Buffers After CTS 0, fraction of layout cells with a size suffix above 1 13.2%, Sink Count 108, drt pass-1 iters 5, vias in the first global route 2,309, Clock Skew 8.26 ps, GRT Resource Usage Total 10.9%, Int Power 1.67 mW, # setup viols final 0, placed insts 462, delay-heaviest family, CP AND-OR/OR-AND gates, Total Routed Length 7.27 mm, DP HPWL 4.69 mm, post-route setup TNS 0 ps, Post-DRT Antenna Nets 0, status finished, final reports clean, RSZ-0062 raised after global routing no, post-CTS resize count 0, Iteration-0 DRC Markers 204, Clock power frac 40.8%, cts hold-fix bufs 0, most frequent cells in the layout 86 x edfxtp_1, 21 x inv_1, 21 x clkdlybuf4s50_1, RePlAce Congestion 0.796, Synth warnings 4, post-DR wirelength/cell 15.1 um, std cell rows 43, Final Hold Violating Endpoints 0, EDFF count, synth 86, Post-Layout Cell Count 482, via count 2,298, Critical Path End Type flop, Yosys Instances 265, Worst Setup Start Kind flop, drc violations 0, dpl cell area 4760 um2, Hold/Removal Path Class flop to flop, Slew @ Worst Pin 802 ps, ys async rst share 3.70%, Slew headroom 46.5%, fillers 1,287, Worst-path clk slew 70 ps, combinational share of power 8.3%, die area 15,000 um2, Netlist Area Pre-Place 4350 um2, Buf/Inv on CP 1, Synth flops 108, switch share 22.9%, Core Area 14,000 um2, global route overflow 0, Critical Path Fanout Max 20, Gate Count Post-Synth 265, Critical Path, Cell by Cell nor2b_1 -> a22oi_1 -> a31oi_1 -> nand2_1 -> inv_1 -> fa_1 -> nand2b_1 -> a32oi_1 -> mux2i_1 -> o311ai_0 -> o21ai_0 -> a21o_1 -> o221a_2, Yosys Chip Area 4350 um2, tool warnings 27, kind of critical path flop to flop, first-pass GRT wire length 11.9 mm, VDD IR max 0.000223 V, Leakage 1.88 nW, Slew Viols, Final 0, starting density of the core 31.1%, library cells used by synthesis 42, n_diodes 0, largest net degree at the start of global routing 49
synthesized netlist by cell type (all sizes together), types with 4 or more instances:
library cell / instances / area [um2]
o21ai: 7 / 35.0
a21oi: 9 / 45.0
dfrtp: 4 / 100
buf: 7 / 50.0
mux2i: 17 / 195
mux4: 12 / 297
edfxtp: 86 / 2580
nand2: 9 / 33.8
nor2: 12 / 45.0
o311ai: 5 / 43.8
dfxtp: 18 / 360
nor2b: 6 / 37.5
mux2: 6 / 71.3
inv: 21 / 78.8
a31oi: 6 / 37.5
o211ai: 5 / 37.5
layer usage:
layer	part of all wire (%)	routed length, um	vias to the layer above	track usage (%)
met1	48	3490	1090	16.9
met2	41	2990	92	14.5
met3	8.9	645	12	6.07
li1	-	-	1104	-
met4	1.9	140	0	1.52
met5	0	0	-	0
kinds of logic after synthesis:
| kind of cell | Yosys count | synth area share (%) |
|---|---|---|
| AOI/OAI and AO/OA | 51 | 8.38 |
| adders and majority gates | 4 | 1.50 |
| buffers and inverters | 29 | 3.05 |
| DFF | 108 | 70.0 |
| muxes | 35 | 13.0 |
| and+or+nand+nor | 38 | 4.09 |
metrics by stage:
stage	hold WS (ps)	power, mW	setup WS [ps]
floorplan	400	1.22	1640
global placement	407	1.30	1110
detailed placement	406	1.30	1100
CTS	421	2.19	991
global route	431	2.26	668
finish	420	2.17	1010
power by group through the flow:
stage / sequential [mW] / combinational [mW] / clock (mW)
CTS: 1.10 / 0.181 / 0.907
global route: 1.11 / 0.198 / 0.946
finish: 1.10 / 0.180 / 0.884
worst paths after layout:
check / start / endpoint / slack [ps] / cells after the start
max: DataB_reg / out_1 / 1010 / 13
min in group asynchronous: clear_async / ALM_inst.reg_1.data_out_reg / 940 / 2
max in group asynchronous: clear_async / ALM_inst.reg_2.data_out_reg / 3760 / 2
max in group clk1: config_en / ALM_inst.out_2_controller[2] / 2870 / 2
min: ALM_inst.mux_controller_1 / ALM_inst.mux_controller_2 / 420 / 0
max reg2reg: DataB_reg / out_1 / 1010 / 13
min in group clk0: clear_sync_1_reg / ALM_inst.reg_1.data_out_reg / 530 / 3
min reg2reg: ALM_inst.mux_controller_1 / ALM_inst.mux_controller_2 / 420 / 0
final cells by class:
type	instances	area, um2	share of cell area, %
flip-flops and latches	108	3040	59.0
well taps	180	225	4.37
inverters	21	78.8	1.53
repair buffers	25	240	4.66
multi-input cells	128	1170	22.7
clock buffers	12	300	5.83
clock inverters	8	97.6	1.89
Power figures rest on the tool's default switching activity, not on a simulated workload.
